$ cat flow/config.mk
export PLATFORM = sky130hd
export DESIGN_NAME = top
export DESIGN_NICKNAME = top
export VERILOG_FILES = /design/flow/design.v
export SDC_FILE = /design/flow/constraint.sdc
export NUM_CORES = 4
export LEC_CHECK = 1
export CORE_UTILIZATION = 40
$ cat flow/constraint.sdc
current_design top

set clk_period 5.3
set clk_io_pct 0.2

create_clock -name clk0 -period $clk_period [get_ports {clk}]

set non_clock_inputs [all_inputs -no_clocks]
set_input_delay [expr $clk_period * $clk_io_pct] -clock clk0 $non_clock_inputs
set_output_delay [expr $clk_period * $clk_io_pct] -clock clk0 [all_outputs]
$ cat flow/design.v
module top (
	input  clk,
	output [10:0] ledc,
);
	reg [7:0] top_led_counter = 0;
	parameter min_top_led_counter = 0;
	parameter max_top_led_counter = 5;
	reg [7:0] side_led_counter = 6;
	parameter min_side_led_counter = 6;
	parameter max_side_led_counter = 10;
	reg [20:0] clkdiv = 0;
	reg clkdiv_pulse = 0;
	reg running = 0;
	always @(posedge clk) begin
		if (clkdiv == 2000000) begin  
			clkdiv <= 0;
			clkdiv_pulse <= 1;
		end else begin
			clkdiv <= clkdiv + 1;
			clkdiv_pulse <= 0;
		end
		if (clkdiv_pulse) begin
			if (top_led_counter > min_top_led_counter) begin
				ledc[top_led_counter - 1] <= 0;
				ledc[top_led_counter] <= 1;
			end else begin
				ledc[max_top_led_counter] <= 0;
				ledc[top_led_counter] <= 1;
			end
			if (top_led_counter == max_top_led_counter) begin
				top_led_counter <= min_top_led_counter;
			end else begin
				top_led_counter <= top_led_counter + 1;
			end
		end  
		if (clkdiv_pulse) begin
			if (side_led_counter > min_side_led_counter) begin
				ledc[side_led_counter - 1] <= 0;
				ledc[side_led_counter] <= 1;
			end else begin
				ledc[max_side_led_counter] <= 0;
				ledc[side_led_counter] <= 1;
			end
			if (side_led_counter == max_side_led_counter) begin
				side_led_counter <= min_side_led_counter;
			end else begin
				side_led_counter <= side_led_counter + 1;
			end
		end  
	end  
endmodule
$ cat flow/run.sh
#!/bin/bash
# OpenROAD 26Q1-2900-gdf79404cd8, Yosys 0.63+post, stock flow scripts
make -C /OpenROAD-flow-scripts/flow DESIGN_CONFIG=/design/flow/config.mk WORK_HOME=/design/flow/orfs finish
==> run_results.csv <==
group,metric,value,unit
worst_setup_path,cp-start-kind,"register",
synthesis,yosys.stat.seqShare,0.265,
clocking,cts_num_sinks,49,
place,gp_congestion,0.902,
drt,vias,3955,
floorplanning,fp_util,0.415,
sta,grt_setup_unrepaired,"no",
floorplanning,die_h,106,µm
clocking,cts_tree,"yes",
clocking,clk_path_buf_depth,2,
sta,tightest_slew,0.971,ns
drt,drt_iter0_markers,324,
synthesis,top_area_frac,0.153,
run_status,status,"finished, final reports clean",
sta,slew_headroom,0.353,
cells_and_area,drive_gt1_frac,0.0762,
worst_setup_path,critPathKind,"register to register",
clocking,cts_buffers,5,
drt,wl_per_cell,15.9,µm
synthesis,ys_cells,526,
clocking,root_buffer,"clkbuf_8",
worst_setup_path,crit_fanout,10,
synthesis,yosysTopAreaCell,"dfxtp_1",
synthesis,flop_cell,"dfxtp_1",
worst_setup_path,arrival,4.90,ns
floorplanning,die_w,106,µm
global_routing,grt_max_degree,25,
global_routing,grt_pass1_wl,17500,µm
sta,fin_setup_tns,0,ns
global_routing,globalRouteOverflowTotal,0,
worst_setup_path,cp_slowest_stage_delay,0.67,ns
worst_setup_path,cpMaxStageDelayCell,"or4b_2",
pwr,peakVddDrop,0.105,mV
global_routing,grt_usage,0.197,
clocking,clock.latency.late_pin,0.31,ns
drt,num_antenna_cells,0,
synthesis,topCellsByArea,"dfxtp_1 15%, edfxtp_1 11%, ha_1 8.1%",
synthesis,syn_inst,526,
synthesis,synth-edff-count,16,
sta,post-route-period-util,0.888,
synthesis,yosysWarningCount,9,
floorplanning,coreArea,0.0104,mm²
synthesis,postSynthAreaPerCell,8.18,µm²
job,cap_violations,0,
place,io_buffers,11,
cells_and_area,fill_cells,1018,
sta,setup_viol,0,
job,warnings,34,
sta,hold_viol_final,0,
synthesis,ys_types,78,
pwr,powerDensity,136,mW/mm²
worst_setup_path,end_kind,"register",
floorplanning,dieArea,0.0112,mm²
synthesis,syn_area,0.00430,mm²
worst_setup_path,required,5.49,ns
clocking,path_clk_slew,0.09,ns
drt,wl,10500,µm
place,place_hpwl,7710,µm
clocking,htree_levels,2,
sta,fin_skew,0.0110,ns
worst_setup_path,worstPathCellList,"inv_1 > ha_1 > nor4b_1 > xnor2_1 > o31ai_4 > and2_1 > and4_1 > inv_1 > ha_1 > or4b_2 > nor4_1 > and2_1 > o21ai_0 > o41ai_1 > nand3_1 > o311a_1",
floorplanning,ios,12,
hold_path,hold_path.class,"register to register",
hold_path,hold_path_startpoint,"clkdiv[14]",
synthesis,ys.flops,49,
sta,slew_viol_final,0,
synthesis,yosys_area,0.00430,mm²
worst_setup_path,timing.rr.start,"top_led_counter[1]",
sta,max_clock_freq,213,MHz
sta,whs,0.492,ns
sta,period_minus_slack,4.70,ns
synthesis,postSynth.asyncResetShare,0,
clocking,hold_buffers,0,
pwr,p_leak,1.70,nW
drt,antenna_left,0,
drt,drc,0,
global_routing,antenna_found_initial,0,
cells_and_area,area_growth,7.03,%
drt,routed_via_density,5.98,
worst_setup_path,crit_start,"top_led_counter[1]",
drt,drt_pass1_iterations,5,
floorplanning,fp-row-count,37,
global_routing,grt_pass1_vias,3530,
clocking,cts_resized,0,
final cells by class:
class / count / area [µm²] / share of cell area
clock buffer: 6 / 82.6 / 0.0179
clock inverter: 2 / 15.0 / 0.00326
inverter: 26 / 97.6 / 0.0212
multi-input combinational: 421 / 2920 / 0.633
sequential: 49 / 1140 / 0.248
tap: 136 / 170 / 0.0369
timing repair buffer: 21 / 185 / 0.0402
cell usage in the layout, fill, tap and decap left out, drive strengths merged, types with 3 or more instances in the layout:
master / Yosys / routed
nor2b: 6 / 6
nor3: 15 / 15
nand2b: 6 / 6
a21oi: 11 / 11
xnor2: 33 / 33
a211oi: 4 / 4
nand4b: 3 / 3
nand4: 13 / 13
nand4bb: 6 / 6
clkbuf: 15 / 6
a21o: 4 / 4
ha: 28 / 28
or4: 11 / 11
nor2: 54 / 54
or3: 7 / 7
o21ai: 10 / 10
nor4b: 7 / 7
and3: 11 / 11
or2: 10 / 10
and2: 7 / 7
buf: 15 / 10
a211o: 4 / 4
nor3b: 4 / 4
and4: 7 / 7
nor4bb: 3 / 3
dfxtp: 33 / 33
o31ai: 5 / 5
a31oi: 7 / 7
inv: 25 / 27
clkdlybuf4s50: 0 / 11
nand3: 31 / 31
a21boi: 5 / 5
xor2: 10 / 10
a22oi: 6 / 6
nor4: 14 / 14
a32oi: 4 / 4
nand2: 36 / 36
edfxtp: 16 / 16
Yosys cell counts (all sizes together) (13+ instances only):
cell and n:
buf 15, clkbuf 15, dfxtp 33, edfxtp 16, ha 28, inv 25
nand2 36, nand3 31, nand4 13, nor2 54, nor3 15, nor4 14
xnor2 33
report_power, final:
group / leakage, nW / internal (mW) / switching [mW]
logic: 1.19 / 0 / 0
clock network: 0.0521 / 0.108 / 0.133
registers: 0.452 / 0.385 / 0
total: 1.70 / 0.493 / 0.133
critical path, delay by kind of cell, from the launching register on:
family / cells / cell delay (ns)
DFF: 1 / 0.53
buffers and inverters: 2 / 0.21
xor gates and xnor gates: 1 / 0.17
and+or+nand+nor: 7 / 2.14
adders and majority gates: 2 / 0.46
AOI/OAI and AO/OA: 4 / 1.10
timing repair:
item                                    in CTS  in global routing
setup buffers                                0                  4
hold endpoints to repair                     0                  0
endpoints found under the setup margin       0                  3
cells by family (layout without fill, tap and decap cells):
group / count (synthesis) / in the layout / synth area share
compound gates: 92 / 92 / 0.167
xor+xnor: 43 / 43 / 0.0875
fa+ha+maj: 28 / 28 / 0.0814
buf+inv: 56 / 55 / 0.0576
flops: 49 / 49 / 0.265
mux: 1 / 1 / 0.00233
simple gates: 257 / 257 / 0.339
worst paths after layout:
check / to / slack [ns] / cells past startpoint
worst max register to register: ledc[7] / 0.60 / 16
worst min-delay path: clkdiv[14] / 0.49 / 1
worst max-delay path: ledc[7] / 0.60 / 16
worst min register to register: clkdiv[14] / 0.49 / 1
stage by stage:
| stage | power, mW | utilization | worst slack [ns] | cell area [µm²] | cells |
|---|---|---|---|---|---|
| 6_report | 0.625 | 0.444 | 0.596 | 4610 | 661 |
| 5_1_grt | 0.651 | 0.444 | 0.132 | 4610 | 661 |
| 4_1_cts | 0.636 | 0.441 | 0.430 | 4580 | 657 |
| 3_5_place_dp | 0.393 | 0.432 | 0.444 | 4480 | 649 |
| 3_3_place_gp | 0.393 | 0.432 | 0.540 | 4480 | 649 |
| 2_1_floorplan | 0.393 | - | 0.952 | 4300 | 526 |
registers in the layout, indices dropped and copies added (netlist names):
signal and cells:
clkdiv_pulse 1, ledc 11, side_led_counter 8, clkdiv 21, top_led_counter 8
layer usage:
| layer | vias to the layer above | share of wire | GRT usage |
|---|---|---|---|
| li1 | 1961 | - | - |
| met1 | 1878 | 0.50 | 0.316 |
| met2 | 106 | 0.43 | 0.296 |
| met3 | 10 | 0.052 | 0.0271 |
| met4 | 0 | 0.010 | 0.0228 |
| met5 | - | 0 | 0 |
Power figures rest on the tool's default switching activity, not on a simulated workload.
